==> /design/flow/design.v <==
`timescale 1ns / 1ps
module loop
    # 
    (parameter N = 8'd4,
               DATABITS = 8'd16
    )
    (
    input clk, 
    input readySignal,
    output reg signed [DATABITS*N-1:0] matrix_output
    );
    integer  result_row;
    integer  term_number;
    integer  k;  
    reg [7:0] binary_tree_counter = 0;
    reg [DATABITS*N-1:0] matrixInputs[N-1:0];
    reg [DATABITS*N-1:0] sums[N-1:0];
    reg [3:0] FSM = 0;
    reg [N-1:0] x = 4'b0101;
    initial begin
        matrix_output = 0;
        for (k = 0; k <= N - 1; k = k + 1)
        begin
            sums[k] = 0;
        end
        for (result_row = 0; result_row<=N-1; result_row = result_row+1)
            for (k = 0; k <= N - 1; k = k + 1)
            begin
                matrixInputs[result_row][k*DATABITS +: DATABITS] = result_row+k;
            end
    end
    always @(posedge clk) begin
        if(readySignal == 1 && FSM == 0) begin
            FSM <= 1;
            matrix_output <= 0;
            for (result_row = 0; result_row<=N-1; result_row = result_row +1)
                for (term_number = 0; term_number <= N-1; term_number = term_number +1)
                begin
                    sums[result_row][term_number*DATABITS +: DATABITS]
                        <= matrixInputs[result_row][term_number*DATABITS +: DATABITS]*x[term_number]; 
                end
        end
        else if(FSM == 1) begin 
            if(binary_tree_counter == N) begin
                FSM <= 0;
                binary_tree_counter <= 0;
            end
            else begin  
                for(k = 0;k < N; k = k+1) begin
                    matrix_output[DATABITS*k +: DATABITS] <= matrix_output[DATABITS*k +: DATABITS] + sums[k][binary_tree_counter*DATABITS +: DATABITS];
                end
                binary_tree_counter <= binary_tree_counter +1;
            end
        end 
    end
endmodule
==> /design/flow/run.sh <==
#!/bin/bash
# OpenROAD 26Q1-2900-gdf79404cd8, Yosys 0.63+post, stock flow scripts
make -C /OpenROAD-flow-scripts/flow DESIGN_CONFIG=/design/flow/config.mk WORK_HOME=/design/flow/orfs finish
==> /design/flow/config.mk <==
export PLATFORM = sky130hd
export DESIGN_NAME = loop
export DESIGN_NICKNAME = loop
export VERILOG_FILES = /design/flow/design.v
export SDC_FILE = /design/flow/constraint.sdc
export NUM_CORES = 4
export LEC_CHECK = 1
export CORE_UTILIZATION = 40
==> /design/flow/constraint.sdc <==
current_design loop

set clk_period 4.9
set clk_io_pct 0.2

create_clock -name clk0 -period $clk_period [get_ports {clk}]

set non_clock_inputs [all_inputs -no_clocks]
set_input_delay [expr $clk_period * $clk_io_pct] -clock clk0 $non_clock_inputs
set_output_delay [expr $clk_period * $clk_io_pct] -clock clk0 [all_outputs]
==> impl_results.rst <==
Flow metrics
------------

.. list-table::
   :header-rows: 1

   * - Metric
     - Value
   * - Global-route wire length before repair
     - 12,200 um
   * - Cells taking the most area after synthesis
     - sky130_fd_sc_hd__dfxtp_1, sky130_fd_sc_hd__edfxtp_1, sky130_fd_sc_hd__xnor2_1, sky130_fd_sc_hd__nor2_1, sky130_fd_sc_hd__xor2_1
   * - Number of warnings in the stage logs
     - 26
   * - Vias in the first global route
     - approximately 2,600
   * - Element type at the critical path start
     - flop
   * - Number of setup buffers added after CTS
     - 0
   * - Clock Sink Count
     - 72
   * - Cell with the most instances after synthesis
     - sky130_fd_sc_hd__dfxtp_1
   * - Htree depth
     - 3
   * - Gp weighted congestion
     - 0.831
   * - Detail Placement HPWL
     - slightly below 5000 um
   * - Data required time at the worst endpoint
     - slightly above 5 ns
   * - Fraction of the cycle the final worst path needs
     - 61.5%
   * - Width of the die
     - between 90 and 100 um
   * - Number of I/O port buffers
     - approximately 63
   * - Total gr overflow
     - 0
   * - Clock root buffer
     - sky130_fd_sc_hd__clkbuf_8
   * - Register-to-register setup slack
     - approximately 1.9 ns
   * - Synth Register Bits
     - approximately 72
   * - Number of cell rows
     - 33
   * - Seq share, synth
     - between 40% and 50%
   * - Transition at the pin with the smallest max-transition slack
     - between 0.8 and 0.9 ns
   * - Worst Skew
     - 0.00556 ns
   * - Minimum period implied by the final worst setup slack
     - approximately 3 ns
   * - Number of max-slew violations in the final report
     - 0
   * - Clock tree from TritonCTS
     - yes
   * - Register clock-pin slew on the reported worst setup and hold paths
     - 0.07 ns
   * - Outcome
     - complete, no violations
   * - Total via count after detailed routing
     - roughly 2,800
   * - Cell Count, Final, Fillers Out
     - between 500 and 600
   * - Peak Freq
     - 0.332 GHz
   * - Top fanout value on the critical path
     - 7
   * - Dominant register cell in the synthesized netlist
     - sky130_fd_sc_hd__dfxtp_1
   * - Core utilization at floorplan
     - between 40% and 50%
   * - Mean post-synth cell area
     - between 9 and 10 um2
   * - Growth of design area from synthesis to finish
     - 25.5%
   * - Die area
     - roughly 9000 um2
   * - Hold buffer count at cts
     - 0
   * - Yosys warns
     - 2
   * - Launching instance or port of the critical path
     - binary_tree_counter[2]
   * - Async S/R FF share, synth
     - 0%
   * - Startpoint of the most critical register-to-register path
     - binary_tree_counter[2]
   * - Critical setup path kind
     - reg2reg
   * - Initial DRT Pass Iterations
     - 4
   * - Yosys top cell by area
     - sky130_fd_sc_hd__dfxtp_1
   * - Number of buffers created by CTS
     - 9
   * - Worst-case headroom to the max-slew limit
     - a little over two fifths
   * - Final WL
     - 7160 um
   * - Hold path startpoint
     - matrix_output[1]
   * - Avg WL per Cell
     - 13.1 um
   * - Hold Crit Class
     - reg2reg
   * - Largest type area fraction
     - a little over a third
   * - Gates resized, CTS repair
     - 0
   * - Cells after Synth
     - 374
   * - Height of the die
     - ~95 um
   * - Capturing element type of the critical path
     - flop
   * - CP Data Arrival Time
     - 3.27 ns
   * - Setup repair after global routing missed its margin
     - false
   * - Total track usage
     - 17.4%
   * - Total DRC errors in the routed layout
     - 0
   * - Core area
     - slightly above 8000 um2
   * - Share of cells above drive strength 1
     - 4.77%
   * - Max-capacitance violation count
     - 0
   * - Boundary pin count
     - around 66
   * - DR vias/cell
     - between 5 and 6
   * - Final-report hold violation count
     - 0
   * - Longest Clk Path Bufs
     - 2
   * - Peak VDD IR
     - ~0.00017 V
   * - Cell Count Post-Placement
     - around 530
   * - Final setup viols
     - 0
   * - Aggregate negative setup slack
     - 0 ns
   * - Antenna violations before repair
     - 0
   * - Count of library flops with an enable pin
     - 9
   * - Post-synthesis cell count from yosys
     - 374
   * - Tally of nets with antenna violations remaining after routing
     - 0
   * - Number of DRC markers after the initial detailed-route iteration
     - about 84
   * - Count of different cell masters after synthesis
     - 50
   * - Power density normalized to cell area
     - 453 nW/um2
   * - Leak
     - 1.65 nW
   * - Maximum number of pins on one net before global-route repair
     - 29
   * - Diode insertion count for antenna repair
     - 0
   * - Clock latency reported for the late side of the worst-skew pair
     - ~0.34 ns
   * - Cell types with the highest counts after synthesis
     - sky130_fd_sc_hd__dfxtp_1, sky130_fd_sc_hd__nor2_1, sky130_fd_sc_hd__nand2_1
   * - Area of the mapped netlist
     - ~3400 um2
   * - Yosys stat chip area
     - between 3000 and 4000 um2
## per-stage QoR
stage          hold WS (ns)  worst slack, ns  utilization (%)  total power, mW  area (um2)
3_5_place_dp          0.485             1.61             50.2             1.54        4140
6_report              0.486             1.89             52.3             1.95        4320
2_1_floorplan         0.438             2.37                -             1.26        3440
5_1_grt               0.520             1.57             52.3             2.10        4320
4_1_cts               0.498             1.82             52.3             1.98        4320
3_3_place_gp          0.468             1.64             50.2             1.53        4140
## state kept, by name (all words and copies together) (netlist names)
signal and cells:
matrix_output 62, binary_tree_counter 8, FSM 1, sums 1
## routing by layer
| metal | GRT usage, % | part of all wire (%) | vias to the layer above | wire [um] |
|---|---|---|---|---|
| met5 | 0 | 0 | - | 0 |
| met4 | 2.65 | 1.4 | 0 | 100 |
| met3 | 2.21 | 4.7 | 10 | 333 |
| met2 | 25.1 | 42 | 87 | 3010 |
| met1 | 29.3 | 52 | 1297 | 3720 |
| li1 | - | - | 1434 | - |
## worst max-delay path, stage by stage (launching register included)
cell	delay (ns)
sky130_fd_sc_hd__edfxtp_1	0.51
sky130_fd_sc_hd__nor4b_4	0.53
sky130_fd_sc_hd__nand2_1	0.17
sky130_fd_sc_hd__inv_1	0.20
sky130_fd_sc_hd__ha_1	0.20
sky130_fd_sc_hd__ha_1	0.17
sky130_fd_sc_hd__nand3_1	0.08
sky130_fd_sc_hd__a21oi_1	0.43
sky130_fd_sc_hd__nand2_1	0.13
sky130_fd_sc_hd__or3_1	0.36
sky130_fd_sc_hd__a21oi_1	0.13
## logic make-up after synthesis
family	Yosys count	share of synthesized area, %
buffers and inverters	23	3.20
AND/OR/NAND/NOR	178	26.3
flip-flops	72	44.5
other	2	0.218
adder cells (fa/ha/maj)	12	4.80
multiplexers	5	1.45
AND-OR/OR-AND	32	6.76
XOR/XNOR	50	12.7
## worst paths after layout
| kind | end | cells past startpoint |
|---|---|---|
| max | matrix_output[15] | 10 |
| min | matrix_output[1] | 2 |
| max reg2reg | matrix_output[15] | 10 |
| min reg2reg | matrix_output[1] | 2 |
## cell usage in the layout, fill, tap and decap left out, types with 2 or more instances in the layout
master / synthesis / layout
sky130_fd_sc_hd__fa_1: 2 / 2
sky130_fd_sc_hd__edfxtp_1: 9 / 9
sky130_fd_sc_hd__o311ai_0: 2 / 2
sky130_fd_sc_hd__dfxtp_1: 63 / 63
sky130_fd_sc_hd__buf_4: 2 / 2
sky130_fd_sc_hd__nand3_1: 25 / 25
sky130_fd_sc_hd__a211oi_1: 2 / 2
sky130_fd_sc_hd__mux2i_1: 5 / 5
sky130_fd_sc_hd__nor4_1: 8 / 8
sky130_fd_sc_hd__nor3_1: 8 / 8
sky130_fd_sc_hd__ha_1: 10 / 10
sky130_fd_sc_hd__and3_1: 4 / 4
sky130_fd_sc_hd__or4_1: 2 / 2
sky130_fd_sc_hd__nor4b_1: 4 / 4
sky130_fd_sc_hd__nor2_1: 50 / 50
sky130_fd_sc_hd__xor2_1: 20 / 20
sky130_fd_sc_hd__nand4_1: 16 / 16
sky130_fd_sc_hd__o211ai_1: 2 / 2
sky130_fd_sc_hd__conb_1: 2 / 3
sky130_fd_sc_hd__or3_1: 3 / 3
sky130_fd_sc_hd__and4_1: 6 / 6
sky130_fd_sc_hd__nand2b_1: 2 / 2
sky130_fd_sc_hd__clkbuf_1: 8 / 3
sky130_fd_sc_hd__a21o_1: 2 / 2
sky130_fd_sc_hd__nand2_1: 40 / 40
sky130_fd_sc_hd__a21oi_1: 9 / 9
sky130_fd_sc_hd__nor3b_1: 2 / 2
sky130_fd_sc_hd__clkbuf_8: 0 / 12
sky130_fd_sc_hd__inv_1: 8 / 8
sky130_fd_sc_hd__xnor2_1: 30 / 30
sky130_fd_sc_hd__clkdlybuf4s50_1: 0 / 63
sky130_fd_sc_hd__o41ai_1: 2 / 2
sky130_fd_sc_hd__o21ai_0: 5 / 5
## layout make-up
| cell class | count | area, um2 |
|---|---|---|
| Fill cell | 785 | 3940 |
| Multi-Input combinational cell | 280 | 1800 |
| Sequential cell | 72 | 1530 |
| Timing Repair Buffer | 65 | 646 |
| Clock buffer | 15 | 176 |
| Tap cell | 105 | 131 |
| Inverter | 8 | 30.0 |
## where the power goes
group	internal [mW]	leakage [nW]	total, mW	switching (mW)
registers	0.766	0.605	0.970	0.204
logic	0.308	0.956	0.555	0.247
clock network	0.224	0.0898	0.430	0.206
total	1.30	1.65	1.95	0.657
No activity file was given, so power comes from the tool's default toggle rates.
